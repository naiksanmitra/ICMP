File: flow/constraint.sdc
current_design Checksum

set clk_period 7.4
set clk_io_pct 0.2

create_clock -name clk0 -period $clk_period [get_ports {clock}]

set non_clock_inputs [all_inputs -no_clocks]
set_input_delay [expr $clk_period * $clk_io_pct] -clock clk0 $non_clock_inputs
set_output_delay [expr $clk_period * $clk_io_pct] -clock clk0 [all_outputs]
File: flow/design.v
`timescale 1ns / 1ps
module Checksum(hardreset,inputdata,clock,checksum,valid);
input hardreset;
input [31:0] inputdata;  
input clock;  
output [15:0] checksum;  
output reg valid;
reg [15:0] checksum;
parameter size=3;
parameter s0=3'b000;
parameter s1=3'b001;
parameter s2=3'b010;
parameter s3=3'b011;
parameter s4=3'b100;
parameter s5=3'b101;
parameter s6=3'b110;
parameter s7=3'b111;
reg [size-1:0]state;
reg [size-1:0]next_state;
reg [31:0] m0;
reg [31:0] m1;
reg [31:0] m2;
reg [31:0] m3;
reg [31:0] m4;
reg [31:0] m5;
always @ (posedge clock or posedge hardreset)
begin
if(hardreset)
begin
state=0;
end
else
begin
state=next_state;
end
end
always @ (posedge clock or posedge hardreset)
begin
if (hardreset)
begin
next_state=s0;
end
else
begin
case(state)
s0 : next_state=s1;
s1 : next_state=s2;
s2 : next_state=s3;
s3 : next_state=s4;
s4 : next_state=s5;
s5 : next_state=s6;
s6 : next_state=s7;
s7 : next_state=s0;
default : next_state=s0;
endcase
end
end
always @ (posedge clock or posedge hardreset)
begin
if (hardreset)
begin
m0<=0;
m1<=0;
m2<=0;
m3<=0;
m4<=0;
m5<=0;
end
else
begin
case(state)
s0 : m0<=inputdata;
s1 : m1<=inputdata;
s2 : m2<=inputdata;
s3 : m3<=inputdata;
s4 : m4<=inputdata;
s5 : m5<=inputdata;
s6 : begin
     end
s7 : begin
     end
default : begin
          end
endcase
end
end
always @ (posedge clock or posedge hardreset)
begin
if (hardreset)
begin
checksum=16'b0;
end
else
begin
case(state)
s0 : checksum=16'b0;
s1 : checksum=checksum+(~(m0[31:16]))+(~(m0[15:0]));
s2 : checksum=checksum+(~(m1[31:16]))+(~(m1[15:0]));
s3 : checksum=checksum+(~(m2[31:16]))+(~(m2[15:0]));
s4 : checksum=checksum+(~(m3[31:16]))+(~(m3[15:0]));
s5 : checksum=checksum+(~(m4[31:16]))+(~(m4[15:0]));
s6 : checksum=checksum+(~(m5[31:16]))+(~(m5[15:0]));
s7 : checksum=~checksum;
default : checksum=0;
endcase
end
end
always @ (posedge clock or posedge hardreset)
begin
if (hardreset)
begin
valid<=0;
end
else
begin
case(state)
s0 : valid<=0;
s1 : valid<=0;
s2 : valid<=0;
s3 : valid<=0;
s4 : valid<=0;
s5 : valid<=0;
s6 : valid<=0;
s7 : valid<=1;
default : valid<=0;
endcase
end
end
endmodule
File: flow/config.mk
export PLATFORM = sky130hd
export DESIGN_NAME = Checksum
export DESIGN_NICKNAME = Checksum
export VERILOG_FILES = /design/flow/design.v
export SDC_FILE = /design/flow/constraint.sdc
export NUM_CORES = 4
export LEC_CHECK = 1
export CORE_UTILIZATION = 40
File: flow/run.sh
#!/bin/bash
# OpenROAD 26Q1-2900-gdf79404cd8, Yosys 0.63+post, stock flow scripts
make -C /OpenROAD-flow-scripts/flow DESIGN_CONFIG=/design/flow/config.mk WORK_HOME=/design/flow/orfs finish
==> flow_summary.json <==
{
  "status": "complete, no violations",
  "report.final.hold_viol_count": 0,
  "min_delay_path_depth": 0,
  "synth_stat.cells": 1553,
  "via_count": 11129,
  "unrepaired_setup_endpoints_after_global_routing": "false",
  "maxSlewViolCount": 0,
  "critical-path-top-delay-family": "adder cells",
  "cts_sinks": 215,
  "placement.setup.worst_slack_ns": 3.47,
  "final.setup.worst_slack_ns": 3.47,
  "cts_post_setup_buffers_inserted": 0,
  "share_of_layout_cells_above_drive_strength_1_pct": 6.98,
  "layout.cells.most_common_list": "227 x nand2_1, 215 x dfrtp_1, 197 x inv_1",
  "worst-path-stages": 10,
  "hpwl_mm": 30.6,
  "openroad_warnings": 29,
  "synth.yosys.chip_area_um2": 14700,
  "path_class": "flip-flop to flip-flop",
  "finalSetupViolations": 0,
  "clk_transition_reported_paths_ns": 0.07,
  "post_cts_resize_count": 0,
  "hold_slack_ns": 0.346,
  "largest_net_degree_at_the_start_of_global_routing": 76,
  "die_width_um": 194,
  "cts.root.buffer_cell": "clkbuf_16",
  "critPathLaunchType": "flip-flop",
  "io_buffer_count": 50,
  "max-cap-violations": 0,
  "timing.critical_path.cells": "fa_1 > ha_1 > fa_1 > a211oi_1 > o21bai_1 > o21ai_0 > a211oi_1 > mux2i_1 > a31oi_1 > or4_1",
  "tritoncts.num_buffers": 25,
  "power-per-cell-area_nw_per_um2": 421,
  "num_rows": 69,
  "tmin_final_ns": 3.93,
  "post-route-period-util_pct": 53.2,
  "grt_first_pass_wirelength_mm": 64.5,
  "cell_area_after_placement_um2": 15600,
  "cp_slowest_cell": "dfrtp_1",
  "postSynth.topFlopCell": "dfrtp_1",
  "synthArstFlopShare_pct": 100,
  "edf_count": 0,
  "hold_class": "flip-flop to flip-flop",
  "synthesis.area_um2": 14700,
  "grt_use_total_pct": 23.5,
  "fin_skew_ns": 0.0201,
  "ant_diodes": 0,
  "slew_headroom_pct": 41.9,
  "die-area_um2": 37500,
  "synth-seq-cells": 215,
  "cts_max_path_buffers": 3,
  "core_area_um2": 35800,
  "antenna_found_initial": 1,
  "worst-path-buf-inv": 0,
  "count_of_hold_fix_buffers_inserted_at_cts": 0,
  "detail_route.wirelength_mm": 40.8,
  "max_stage_delay_ns": 0.62,
  "final_cell_count_no_fill": 2065,
  "detail_route.vias_per_cell": 5.39,
  "die_height_um": 194,
  "synth-seq-area-share_pct": 36.7,
  "tritoncts": "built",
  "floorplan.core_util_pct": 41.0,
  "cts_htree_levels": 1,
  "gp_congestion": 0.956,
  "grt-ovfl-total": 0,
  "area.growth.synth_to_final_pct": 12.5,
  "worst_pin_slew_ns": 0.869,
  "dp_cells": 2019,
  "clock_insertion_delay_worst_skew_ns": 0.54,
  "cp.required_ns": 7.82,
  "syn_avg_cell_area_um2": 9.45,
  "io-pin-count": 51,
  "synthDistinctLibCells": 71,
  "max_freq_mhz": 254,
  "yosys_warnings": 1,
  "worst_ir_drop_vdd_mv": 0.212,
  "drt.antenna.violating_nets": 0,
  "worst-endpoint-arrival_ns": 4.35,
  "routedWlPerCell_um": 19.8,
  "p_leak_nw": 7.39,
  "lay_top_count": "nand2_1",
  "postSynthCellCount": 1553,
  "vias_in_the_first_global_route": 11212,
  "detail_route.first_pass.iterations": 22,
  "worst-path-max-fanout": 8,
  "summed_negative_setup_slack_over_all_endpoints_ns": 0,
  "worst_reg_to_reg_path_cell_count": 10,
  "layout.cell_area.non_filler_um2": 16500,
  "drc_violation_count_after_routing": 0,
  "layout.filler_cells": 3282,
  "detail_route.iter0.violations": 781,
  "critical_path_capture_point_type": "flip-flop"
}
-- sequential cells by signal, indices dropped and copies added, names as in the netlist --
name        flops
m0             32
m1             32
m2             32
m3             32
m4             32
m5             32
checksum       16
next_state      3
state           3
valid           1
-- power by group --
part / switching (mW) / total (mW) / internal [mW]
clock: 0.510 / 1.30 / 0.787
combinational: 2.39 / 4.17 / 1.78
sequential: 0.220 / 1.48 / 1.26
-- area by class of cell --
type / count / area, um^2 / area share (%)
clock inverter: 11 / 144 / 0.871
sequential: 215 / 5380 / 32.6
multi-input combinational: 1085 / 8360 / 50.6
tap: 461 / 577 / 3.49
timing repair buffer: 60 / 576 / 3.49
clock buffer: 35 / 723 / 4.38
inverter: 198 / 751 / 4.55
-- logic make-up (layout without fill, tap and decap cells) --
group / Yosys count / count (layout) / synth area share [%]
xor+xnor: 72 / 72 / 4.30
flops: 215 / 215 / 36.7
mux: 46 / 46 / 3.43
simple gates: 380 / 380 / 11.1
compound gates: 402 / 402 / 17.3
fa+ha+maj: 185 / 185 / 20.7
buf+inv: 253 / 304 / 6.53
-- stage by stage --
stage	total power, mW	util, %
after floorplan	4.37	-
after global placement	5.62	43.7
after detailed placement	5.60	43.7
after CTS	6.95	46.1
after global routing	7.47	46.1
final	6.95	46.1
-- synth_stat cells, drive strengths merged, types with 7 or more instances --
library cell | n | share of area (%)
nand2 | 228 | 5.8
dfrtp | 215 | 37
inv | 198 | 5.1
o21ai | 197 | 6.8
fa | 96 | 13
ha | 89 | 7.6
nor2 | 55 | 1.4
a21oi | 48 | 1.7
xnor2 | 42 | 2.5
clkbuf | 41 | 1.0
mux2 | 34 | 2.6
xor2 | 30 | 1.8
a21o | 26 | 1.3
a211oi | 24 | 1.3
nand3 | 21 | 0.72
nor3 | 20 | 0.68
buf | 14 | 0.42
and3 | 12 | 0.55
mux2i | 12 | 0.82
a221oi | 9 | 0.54
nor2b | 9 | 0.38
o21a | 9 | 0.46
o22ai | 9 | 0.38
a31oi | 8 | 0.34
o21bai | 8 | 0.41
a2111oi | 7 | 0.59
-- metal layers --
| metal | part of all wire [%] | vias to the layer above | GRT usage (%) |
|---|---|---|---|
| li1 | - | 5317 | - |
| met1 | 45 | 5366 | 36.0 |
| met2 | 44 | 359 | 34.7 |
| met3 | 7.9 | 85 | 6.17 |
| met4 | 2.9 | 2 | 5.42 |
| met5 | 0.024 | - | 0 |
-- worst paths after layout --
kind | startpoint | end | slack, ns
setup / recovery | checksum[1] | checksum[15] | 3.47
hold / removal | next_state[2] | state[2] | 0.35
setup reg to reg | checksum[1] | checksum[15] | 3.47
hold reg to reg | next_state[2] | state[2] | 0.35
max in group asynchronous | hardreset | m3[22] | 4.32
min in group asynchronous | hardreset | m2[8] | 1.41
No activity file was given, so power comes from the tool's default toggle rates.
